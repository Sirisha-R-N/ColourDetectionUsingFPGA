### design/flow/design.v
module image_memory (
    input wire [15:0] address,        
    output wire [15:0] pixel_data     
);
    reg [15:0] memory_array [0:256];  
    initial begin
      $readmemh("your_path\image_data.hex", memory_array);  
    end
    assign pixel_data = memory_array[address];  
endmodule
module color_detection(
    input wire clk,
    input wire [15:0] pixel_data,       
    output reg red_detected,            
    output reg green_detected,          
    output reg blue_detected            
);
    parameter RED_THRESHOLD_RATIO = 2;
    parameter GREEN_THRESHOLD_RATIO = 2;
    parameter BLUE_THRESHOLD_RATIO = 2;
    reg [4:0] R;
    reg [5:0] G;
    reg [4:0] B;
    always @(posedge clk) begin
        R = pixel_data[15:11];
        G = pixel_data[10:5];
        B = pixel_data[4:0];
        if ((R > (GREEN_THRESHOLD_RATIO * G)) && (R > (BLUE_THRESHOLD_RATIO * B)))
            red_detected <= 1;
        else
            red_detected <= 0;
        if ((G > (RED_THRESHOLD_RATIO * R)) && (G > (BLUE_THRESHOLD_RATIO * B)))
            green_detected <= 1;
        else
            green_detected <= 0;
        if ((B > (RED_THRESHOLD_RATIO * R)) && (B > (GREEN_THRESHOLD_RATIO * G)))
            blue_detected <= 1;
        else
            blue_detected <= 0;
    end
endmodule
module top_color_detection(
    input wire clk,                   
    output wire red_led,              
    output wire green_led,            
    output wire blue_led              
);
    reg [15:0] address = 0;
    wire [15:0] pixel_data;
    wire red_detected, green_detected, blue_detected;
    reg [15:0] red_count = 0;
    reg [15:0] green_count = 0;
    reg [15:0] blue_count = 0;
    image_memory img_mem (
        .address(address),
        .pixel_data(pixel_data)
    );
    color_detection color_det (
        .clk(clk),
        .pixel_data(pixel_data),
        .red_detected(red_detected),
        .green_detected(green_detected),
        .blue_detected(blue_detected)
    );
    always @(posedge clk) begin
        if (address < 256) begin
            if (red_detected) red_count <= red_count + 1;
            if (green_detected) green_count <= green_count + 1;
            if (blue_detected) blue_count <= blue_count + 1;
            address <= address + 1;
        end
    end
    assign red_led = (red_count > green_count && red_count > blue_count) ? 1 : 1;
    assign green_led = (green_count > red_count && green_count > blue_count) ? 1 : 0;
    assign blue_led = (blue_count > red_count && blue_count > green_count) ? 1 : 0;
endmodule
### design/flow/run.sh
#!/bin/bash
# OpenROAD 26Q1-2900-gdf79404cd8, Yosys 0.63+post, stock flow scripts
make -C /OpenROAD-flow-scripts/flow DESIGN_CONFIG=/design/flow/config.mk WORK_HOME=/design/flow/orfs finish
### design/flow/config.mk
export PLATFORM = sky130hd
export DESIGN_NAME = top_color_detection
export DESIGN_NICKNAME = top_color_detection
export VERILOG_FILES = /design/flow/design.v
export SDC_FILE = /design/flow/constraint.sdc
export NUM_CORES = 4
export LEC_CHECK = 1
export CORE_UTILIZATION = 50
export SYNTH_HDL_FRONTEND = slang
export SYNTH_MEMORY_MAX_BITS = 65536
### design/flow/constraint.sdc
current_design top_color_detection

set clk_period 2.8
set clk_io_pct 0.2

create_clock -name clk0 -period $clk_period [get_ports {clk}]

set non_clock_inputs [all_inputs -no_clocks]
set_input_delay [expr $clk_period * $clk_io_pct] -clock clk0 $non_clock_inputs
set_output_delay [expr $clk_period * $clk_io_pct] -clock clk0 [all_outputs]
==> impl_metrics.py <==
# Physical implementation metrics
metrics = {
    "job": {
        "warnings": 27,
        "maxCapViolations": 0,
    },
    "die": {
        "rows": 32,
        "die_h_um": 92,
        "core_area_um2": 7770,
        "chipArea_um2": 8460,
        "io_pins": 4,
        "fp_util": 0.521,
        "die_w_um": 92,
    },
    "yosys": {
        "synth_area_per_cell_um2": 11.1,
        "yosys_cells": 364,
        "ys_sh_aoi": 0.0615,
        "synth_xor_xnor_area_share": 0.121,
        "ys_warn_count": 0,
        "synthAdderAreaFrac": 0.161,
        "synth.logic.top_family": "adder cells",
        "synthMuxAreaShare": 0,
        "ys_seq_frac": 0.475,
        "ys_types": 28,
        "synthCells": 364,
        "yosys-stat-area_um2": 4050,
        "ys_ff": 64,
        "ys_sh_simple": 0.146,
        "synth_area_um2": 4050,
    },
    "clocking": {
        "cts_root_buffer": "clkbuf_8",
        "cts_made_buffers": 9,
        "clk_latency_ns": 0.34,
        "cts_tree": "built",
        "clk_pin_slew_ns": 0.07,
        "cts-htree-levels": 3,
        "clockBufferDepth": 2,
        "cts_num_sinks": 64,
    },
    "critical_path": {
        "worstPathArrival_ns": 2.46,
        "worstPathRequired_ns": 2.24,
        "startpoint_type": "register",
        "endpoint_kind": "output pin",
        "crit_type": "register to output pin",
        "path_max_fanout": 2,
    },
    "timing": {
        "setup_ws_ns": -0.219,
        "slew_headroom": 0.657,
        "setup_viol_count_final": 2,
        "fin_crit_sh": 1.08,
        "tightest_slew_ns": 0.515,
        "clock_skew_ns": 0.00565,
        "tns_ns": -0.369,
        "rsz0062_at_grt": "true",
        "finalMaxSlewViolations": 0,
        "hold_slack_ns": 0.591,
        "period_minus_slack_ns": 3.02,
        "max_freq_mhz": 331,
        "hold_viol": 0,
    },
    "global_routing": {
        "gr-max-usage-layer": "met1",
        "grt_pass1_wl_um": 13300,
        "grt_max_degree": 41,
        "groute.usage.overall": 0.215,
        "antenna_found_initial": 0,
        "grt_pass1_vias": 2789,
        "use_met2": 0.317,
        "met3_usage": 0.0464,
        "grtUsageMet1": 0.366,
        "grt_overflow_total": 0,
    },
    "drt": {
        "drtIter0Drc": 90,
        "drc": 0,
        "insertedDiodeCount": 0,
        "via_per_inst": 5.24,
        "drtPass1Iterations": 4,
        "num_vias": 2827,
        "ant_nets": 0,
        "wl_per_cell_um": 14.6,
        "wirelength_um": 7890,
    },
    "placement": {
        "io_buffers": 2,
        "pre_cts_ws_ns": -0.300,
        "dp_hpwl_um": 5850,
        "place_congestion": 0.841,
    },
    "min_path": {
        "hold_class": "register to register",
    },
    "pwr": {
        "total_power_mw": 1.99,
        "seq_power_share": 0.520,
        "irDropWorstVdd_mv": 0.240,
        "internal_power_mw": 1.63,
        "power.leakage_nw": 2.15,
        "swShare": 0.185,
        "combPwrFrac": 0,
        "clockPowerShare": 0.480,
        "p_sw_mw": 0.369,
        "power_density_nw_per_um2": 404,
    },
    "status": {
        "outcome": "finished with violations",
        "failed_checks": "negative setup slack",
    },
    "cells_and_area": {
        "areaGrowthSynthToFinish_pct": 21.9,
        "drive_gt1_frac": 0.215,
        "mostFrequentLayoutCell": "edfxtp_1",
        "lay_top_cells": "edfxtp_1 (64), buf_4 (56), ha_1 (49)",
    },
}
==> cell usage after synthesis <==
cell	count	share of area
a211oi_1	2	0.0037
a21boi_0	1	0.0019
a21o_1	7	0.013
a21oi_1	20	0.025
a21oi_2	1	0.0022
a221o_1	1	0.0025
and2_1	1	0.0015
and3_1	8	0.012
and4_1	5	0.011
buf_4	1	0.0019
conb_1	1	0.00093
edfxtp_1	64	0.47
ha_1	52	0.16
inv_1	36	0.033
nand2_1	22	0.020
nand2b_1	1	0.0015
nand3_1	27	0.033
nand4_1	18	0.028
nor2_1	13	0.012
nor2b_1	4	0.0062
nor3_1	8	0.0099
nor4_1	3	0.0046
o211ai_1	3	0.0056
o21ai_0	5	0.0062
o31ai_1	1	0.0019
or4_1	3	0.0056
xnor2_1	45	0.097
xor2_1	11	0.024
==> logic make-up after synthesis <==
logic type	count (synthesis)
compound gates	41
other cells	1
flops	64
buf+inv	37
xor+xnor	56
fa+ha+maj	52
simple gates	113
==> path summary, 6_finish.rpt <==
check | start | endpoint | slack [ns] | cells past startpoint
worst max register to register | address[9] | red_count[5] | 0.81 | 3
worst max-delay path | green_count[9] | green_led | -0.22 | 10
worst min-delay path | red_count[15] | red_count[15] | 0.59 | 1
worst min register to register | red_count[15] | red_count[15] | 0.59 | 1
==> worst max-delay path: stages, from the launching register on <==
cell and delay (ns):
edfxtp_1 0.40, inv_2 0.08, ha_1 0.24, nand4_1 0.15, nor4_1 0.07, buf_4 0.14
a21boi_2 0.14, buf_4 0.15, or4_4 0.53, a21oi_2 0.12, buf_2 0.10
==> flip-flops by register name (all words and copies together) (netlist names) <==
| signal | cells |
|---|---|
| green_count | 16 |
| red_count | 16 |
| blue_count | 16 |
| address | 16 |
==> metrics by stage <==
stage          cell area, um2   util  cells
3_5_place_dp             4580  0.590    518
6_report                 4940  0.636    540
3_3_place_gp             4580  0.590    518
4_1_cts                  4910  0.632    538
5_1_grt                  4940  0.636    540
2_1_floorplan            4060      -    364
==> layer usage <==
metal / vias up / wire (um) / share of wire
li1: 1476 / - / -
met4: 0 / 83 / 0.011
met1: 1315 / 4080 / 0.52
met2: 29 / 3510 / 0.44
met3: 7 / 228 / 0.029
met5: - / 0 / 0
==> timing repair <==
action,4_1_cts,5_1_grt
buffers inserted,4,3
pin swaps,9,7
setup endpoints to repair,2,2
gates resized,19,11
hold buffers,0,0
==> cell type report <==
class / count / area, um2
clock buffers: 10 / 128
clock inverters: 6 / 108
fillers: 601 / 2830
inverters: 36 / 135
multi-input cells: 263 / 2080
flip-flops and latches: 64 / 1920
well taps: 102 / 128
repair buffers: 59 / 442
==> power groups by stage <==
| stage | clock, mW | sequential [mW] | combinational (mW) |
|---|---|---|---|
| finish | 0.957 | 1.04 | 0.0000244 |
| global route | 1.02 | 1.04 | 0.0000661 |
| CTS | 0.981 | 1.04 | 0.0000394 |
Power is estimated from default activity; no workload was simulated.
